$ cat /design/flow/run.sh
#!/bin/bash
# OpenROAD 26Q1-2900-gdf79404cd8, Yosys 0.63+post, stock flow scripts
make -C /OpenROAD-flow-scripts/flow DESIGN_CONFIG=/design/flow/config.mk WORK_HOME=/design/flow/orfs finish
$ cat /design/flow/config.mk
export PLATFORM = sky130hd
export DESIGN_NAME = mac_tx
export DESIGN_NICKNAME = mac_tx
export VERILOG_FILES = /design/flow/design.v
export SDC_FILE = /design/flow/constraint.sdc
export NUM_CORES = 4
export LEC_CHECK = 1
export CORE_UTILIZATION = 50
$ cat /design/flow/constraint.sdc
current_design mac_tx

set clk_period 8.4
set clk_io_pct 0.2

create_clock -name clk0 -period $clk_period [get_ports {clk}]

set non_clock_inputs [all_inputs -no_clocks]
set_input_delay [expr $clk_period * $clk_io_pct] -clock clk0 $non_clock_inputs
set_output_delay [expr $clk_period * $clk_io_pct] -clock clk0 [all_outputs]
$ cat /design/flow/design.v
module mac_crc_tx(
    input [7:0] data_in,
    input crc_en,
    input crc_init,
    output [31:0] crc_out,
    input rst,
    input clk
);
    reg [31:0] lfsr_q,lfsr_c;
    assign crc_out = lfsr_q;
always @(*) begin
    if(crc_init) begin
        lfsr_c[00] = lfsr_q[24] ^ lfsr_q[30] ^ data_in[0] ^ data_in[6];
        lfsr_c[01] = lfsr_q[24] ^ lfsr_q[25] ^ lfsr_q[30] ^ lfsr_q[31] ^ data_in[0] ^ data_in[1] ^ data_in[6] ^ data_in[7];
        lfsr_c[02] = lfsr_q[24] ^ lfsr_q[25] ^ lfsr_q[26] ^ lfsr_q[30] ^ lfsr_q[31] ^ data_in[0] ^ data_in[1] ^ data_in[2] ^ data_in[6] ^ data_in[7];
        lfsr_c[03] = lfsr_q[25] ^ lfsr_q[26] ^ lfsr_q[27] ^ lfsr_q[31] ^ data_in[1] ^ data_in[2] ^ data_in[3] ^ data_in[7];
        lfsr_c[04] = lfsr_q[24] ^ lfsr_q[26] ^ lfsr_q[27] ^ lfsr_q[28] ^ lfsr_q[30] ^ data_in[0] ^ data_in[2] ^ data_in[3] ^ data_in[4] ^ data_in[6];
        lfsr_c[05] = lfsr_q[24] ^ lfsr_q[25] ^ lfsr_q[27] ^ lfsr_q[28] ^ lfsr_q[29] ^ lfsr_q[30] ^ lfsr_q[31] ^ data_in[0] ^ data_in[1] ^ data_in[3] ^ data_in[4] ^ data_in[5] ^ data_in[6] ^ data_in[7];
        lfsr_c[06] = lfsr_q[25] ^ lfsr_q[26] ^ lfsr_q[28] ^ lfsr_q[29] ^ lfsr_q[30] ^ lfsr_q[31] ^ data_in[1] ^ data_in[2] ^ data_in[4] ^ data_in[5] ^ data_in[6] ^ data_in[7];
        lfsr_c[07] = lfsr_q[24] ^ lfsr_q[26] ^ lfsr_q[27] ^ lfsr_q[29] ^ lfsr_q[31] ^ data_in[0] ^ data_in[2] ^ data_in[3] ^ data_in[5] ^ data_in[7];
        lfsr_c[08] = lfsr_q[00] ^ lfsr_q[24] ^ lfsr_q[25] ^ lfsr_q[27] ^ lfsr_q[28] ^ data_in[0] ^ data_in[1] ^ data_in[3] ^ data_in[4];
        lfsr_c[09] = lfsr_q[01] ^ lfsr_q[25] ^ lfsr_q[26] ^ lfsr_q[28] ^ lfsr_q[29] ^ data_in[1] ^ data_in[2] ^ data_in[4] ^ data_in[5];
        lfsr_c[10] = lfsr_q[02] ^ lfsr_q[24] ^ lfsr_q[26] ^ lfsr_q[27] ^ lfsr_q[29] ^ data_in[0] ^ data_in[2] ^ data_in[3] ^ data_in[5];
        lfsr_c[11] = lfsr_q[03] ^ lfsr_q[24] ^ lfsr_q[25] ^ lfsr_q[27] ^ lfsr_q[28] ^ data_in[0] ^ data_in[1] ^ data_in[3] ^ data_in[4];
        lfsr_c[12] = lfsr_q[04] ^ lfsr_q[24] ^ lfsr_q[25] ^ lfsr_q[26] ^ lfsr_q[28] ^ lfsr_q[29] ^ lfsr_q[30] ^ data_in[0] ^ data_in[1] ^ data_in[2] ^ data_in[4] ^ data_in[5] ^ data_in[6];
        lfsr_c[13] = lfsr_q[05] ^ lfsr_q[25] ^ lfsr_q[26] ^ lfsr_q[27] ^ lfsr_q[29] ^ lfsr_q[30] ^ lfsr_q[31] ^ data_in[1] ^ data_in[2] ^ data_in[3] ^ data_in[5] ^ data_in[6] ^ data_in[7];
        lfsr_c[14] = lfsr_q[06] ^ lfsr_q[26] ^ lfsr_q[27] ^ lfsr_q[28] ^ lfsr_q[30] ^ lfsr_q[31] ^ data_in[2] ^ data_in[3] ^ data_in[4] ^ data_in[6] ^ data_in[7];
        lfsr_c[15] = lfsr_q[07] ^ lfsr_q[27] ^ lfsr_q[28] ^ lfsr_q[29] ^ lfsr_q[31] ^ data_in[3] ^ data_in[4] ^ data_in[5] ^ data_in[7];
        lfsr_c[16] = lfsr_q[08] ^ lfsr_q[24] ^ lfsr_q[28] ^ lfsr_q[29] ^ data_in[0] ^ data_in[4] ^ data_in[5];
        lfsr_c[17] = lfsr_q[09] ^ lfsr_q[25] ^ lfsr_q[29] ^ lfsr_q[30] ^ data_in[1] ^ data_in[5] ^ data_in[6];
        lfsr_c[18] = lfsr_q[10] ^ lfsr_q[26] ^ lfsr_q[30] ^ lfsr_q[31] ^ data_in[2] ^ data_in[6] ^ data_in[7];
        lfsr_c[19] = lfsr_q[11] ^ lfsr_q[27] ^ lfsr_q[31] ^ data_in[3] ^ data_in[7];
        lfsr_c[20] = lfsr_q[12] ^ lfsr_q[28] ^ data_in[4];
        lfsr_c[21] = lfsr_q[13] ^ lfsr_q[29] ^ data_in[5];
        lfsr_c[22] = lfsr_q[14] ^ lfsr_q[24] ^ data_in[0];
        lfsr_c[23] = lfsr_q[15] ^ lfsr_q[24] ^ lfsr_q[25] ^ lfsr_q[30] ^ data_in[0] ^ data_in[1] ^ data_in[6];
        lfsr_c[24] = lfsr_q[16] ^ lfsr_q[25] ^ lfsr_q[26] ^ lfsr_q[31] ^ data_in[1] ^ data_in[2] ^ data_in[7];
        lfsr_c[25] = lfsr_q[17] ^ lfsr_q[26] ^ lfsr_q[27] ^ data_in[2] ^ data_in[3];
        lfsr_c[26] = lfsr_q[18] ^ lfsr_q[24] ^ lfsr_q[27] ^ lfsr_q[28] ^ lfsr_q[30] ^ data_in[0] ^ data_in[3] ^ data_in[4] ^ data_in[6];
        lfsr_c[27] = lfsr_q[19] ^ lfsr_q[25] ^ lfsr_q[28] ^ lfsr_q[29] ^ lfsr_q[31] ^ data_in[1] ^ data_in[4] ^ data_in[5] ^ data_in[7];
        lfsr_c[28] = lfsr_q[20] ^ lfsr_q[26] ^ lfsr_q[29] ^ lfsr_q[30] ^ data_in[2] ^ data_in[5] ^ data_in[6];
        lfsr_c[29] = lfsr_q[21] ^ lfsr_q[27] ^ lfsr_q[30] ^ lfsr_q[31] ^ data_in[3] ^ data_in[6] ^ data_in[7];
        lfsr_c[30] = lfsr_q[22] ^ lfsr_q[28] ^ lfsr_q[31] ^ data_in[4] ^ data_in[7];
        lfsr_c[31] = lfsr_q[23] ^ lfsr_q[29] ^ data_in[5];
    end
end  
always @(posedge clk) begin
    if(rst) begin
        lfsr_q <= {32{1'b1}};
    end
    else begin
        lfsr_q <= crc_en ? lfsr_c : lfsr_q;
    end
end  
endmodule  
module mac_tx(
    input wire clk,
    input wire rst,
    input wire [7:0] tx_data,    
    input wire init,  
    input wire frame_end,
    input wire config_ready,     
    output reg tx_fifo_wr_en,  
    output reg tx_fifo_rd_en,  
    output reg [7:0] tx_fifo_wr_data,  
    output wire [7:0] mac_out,
    output reg tx_ctl,
    output reg frame_over
);
assign mac_out = crc_out_en? crc_buffer[crc_counter] : mac_txd;
phy_tx phy_tx_inst(
    .clk(clk),
    .rst(rst),
    .config_ready(config_ready),    
    .mac_txd(mac_out),
    .phy_tx_ctl(tx_ctl)
);
wire [31:0] crc_out;
mac_crc_tx crc_inst(
    .data_in(mac_txd),
    .crc_en(crc_en),
    .crc_init(crc_init),
    .crc_out(crc_out),
    .rst(rst),
    .clk(clk)
);
wire [7:0] tx_fifo_rd_data;
wire tx_fifo_empty;
wire tx_fifo_full;
mac_tx_fifo tx_fifo_inst(
    .clk(clk),
    .rst(rst),
    .tx_fifo_wr_data(tx_fifo_wr_data),
    .tx_fifo_wr_en(tx_fifo_wr_en),
    .tx_fifo_rd_en(tx_fifo_rd_en),
    .tx_fifo_full(tx_fifo_full),
    .tx_fifo_empty(tx_fifo_empty),
    .tx_fifo_rd_data(tx_fifo_rd_data)
);
localparam _PREAMBLE = 8'hbc;
reg [7:0] _SRC_MAC [0:5];  
initial begin
    _SRC_MAC[0] = 8'hde;
    _SRC_MAC[1] = 8'had;
    _SRC_MAC[2] = 8'hbe;
    _SRC_MAC[3] = 8'hef;
    _SRC_MAC[4] = 8'hca;
    _SRC_MAC[5] = 8'hfe;
end
localparam COUNTER_WIDTH = 11;
reg count_en, count_rst;
reg crc_count_en, crc_count_rst;
reg runtime_count_en, runtime_count_rst;
reg crc_init;
reg tx_busy;
reg preamble_en;
reg dest_mac_en;
reg src_mac_en;
reg frame_type_en;
reg payload_en;
reg crc_en;
reg crc_out_en;
reg frame_sent;
reg [COUNTER_WIDTH - 1 : 0] byte_counter;
reg [7:0] crc_buffer [0:3];  
reg [3:0] runtime_counter;  
reg [1:0] crc_counter;
reg counting;  
reg [13:0] end_reg;  
reg [7:0] mac_txd;  
reg [2:0] state, next_state;
parameter IDLE = 3'b000,
            PREAMBLE = 3'b001,
            SFD = 3'b010,          
            DEST_MAC = 3'b011,
            SRC_MAC = 3'b100,
            FRAME_TYPE = 3'b101,
            DATA = 3'b110,
            CRC = 3'b111;
always @(posedge clk) begin
    if(rst) begin
        state <= IDLE;
        mac_txd <= 8'b0;
        end_reg <= 14'b0;
    end else begin
        state <= next_state;
        tx_fifo_wr_data <= tx_data;
        end_reg <= (end_reg << 1) | frame_end;
    end
end
always @(*) begin
    count_en = 1'b0;
    count_rst = 1'b0;
    tx_busy = 1'b0;
    crc_init = 1'b0;
    preamble_en = 1'b0;
    dest_mac_en = 1'b0;
    src_mac_en = 1'b0;
    frame_type_en = 1'b0;
    payload_en = 1'b0;
    crc_en = 1'b0;
    tx_fifo_wr_en = 1'b0;
    tx_fifo_rd_en = 1'b0;
    runtime_count_en = 1'b0;
    runtime_count_rst = 1'b0;
    crc_count_en = 1'b0;
    crc_count_rst = 1'b0;
    crc_out_en = 1'b0;
    frame_sent = 1'b0;
    counting = |(end_reg);
    case(state) 
        IDLE: begin
            if(init & !tx_busy & config_ready) begin
                next_state = PREAMBLE;
                tx_busy = 1'b1;
                count_en = 1'b1;
            end else next_state = IDLE;
        end
        PREAMBLE: begin
            count_en = 1'b1;
            tx_busy = 1'b1;
            preamble_en = 1'b1;
            tx_fifo_wr_en = 1'b1;
            if(byte_counter == 11'd6) begin
                next_state = SFD;
            end else next_state = PREAMBLE;
        end
        SFD: begin   
            count_en = 1'b1;
            preamble_en = 1'b1;
            tx_busy = 1'b1;
            if(byte_counter == 11'd7) begin
                next_state = DEST_MAC;
                tx_fifo_wr_en = 1'b1;
                tx_fifo_rd_en = 1'b1;
            end else next_state = SFD;
        end
        DEST_MAC: begin
            crc_init = 1'b1;
            count_en = 1'b1;
            tx_busy = 1'b1;
            dest_mac_en = 1'b1;
            tx_fifo_wr_en = 1'b1;
            tx_fifo_rd_en = 1'b1;
            if(byte_counter == 11'd13) begin
                next_state = SRC_MAC;
                tx_fifo_rd_en = 1'b0;
            end else next_state = DEST_MAC;
        end
        SRC_MAC: begin
            tx_busy = 1'b1;
            crc_init = 1'b1;
            count_en = 1'b1;
            src_mac_en = 1'b1;
            runtime_count_en = 1'b1;
            tx_fifo_wr_en = 1'b1;
            if(runtime_counter == 4'b0101 & byte_counter == 11'd19) begin
                next_state = FRAME_TYPE;
                tx_fifo_rd_en = 1'b1;  
                runtime_count_en = 1'b0;
                runtime_count_rst = 1'b1;
            end else next_state = SRC_MAC;
        end
        FRAME_TYPE: begin
            tx_fifo_wr_en = 1'b1;
            crc_init = 1'b1;
            count_en = 1'b1;
            tx_busy = 1'b1;
            frame_type_en = 1'b1;
            tx_fifo_rd_en = 1'b1;
            if(byte_counter == 11'd21) begin
                next_state = DATA;
            end else next_state = FRAME_TYPE;
        end
        DATA: begin
            if(counting) begin
                runtime_count_en = 1'b1;      
            end else runtime_count_en = 1'b0;
            if(runtime_counter == 4'd14) begin
                next_state = CRC;
                crc_en = 1'b1;
                runtime_count_rst = 1'b1;
                runtime_count_en = 1'b1;
            end else begin
                next_state = DATA;
                crc_count_en = 1'b0;
                crc_init = 1'b1;
                count_en = 1'b1;
                tx_busy = 1'b1;
                payload_en = 1'b1;
                tx_fifo_rd_en = 1'b1;
                tx_fifo_wr_en = 1'b1;
            end
        end
        CRC: begin
            crc_count_en = 1'b1;
            crc_out_en = 1'b1;
            tx_busy = 1'b1;
            crc_en = 1'b1;
            runtime_count_en = 1'b1;
            if(crc_counter == 2'b11) begin
                next_state = IDLE;
                runtime_count_en = 1'b0;
                runtime_count_rst = 1'b1;
                count_rst = 1'b1;
                frame_sent = 1'b1;
            end else next_state = CRC;
        end
    endcase
end
always @(posedge clk) begin
    case({preamble_en, dest_mac_en, src_mac_en, frame_type_en, payload_en, crc_en})
        6'b100000: begin mac_txd <= _PREAMBLE; tx_ctl <= 1; end 
        6'b010000: begin mac_txd <= tx_fifo_rd_data; tx_ctl <= 1; end   
        6'b001000: begin mac_txd <= _SRC_MAC[runtime_counter]; tx_ctl <= 1; end 
        6'b000100: begin mac_txd <= tx_fifo_rd_data; tx_ctl <= 1; end   
        6'b000010: begin mac_txd <= tx_fifo_rd_data; tx_ctl <= 1; end  
        6'b000001: begin  
            tx_ctl <= 1;
            crc_buffer[0] <= crc_out[7:0];
            crc_buffer[1] <= crc_out[15:8];
            crc_buffer[2] <= crc_out[23:16];
            crc_buffer[3] <= crc_out[31:24];
            frame_over <= frame_sent;
        end
        default: begin mac_txd <= mac_txd; tx_ctl <= 0;end  
    endcase
end
always @(posedge clk) begin
    if(rst) begin
        byte_counter <= 11'b11111111111;
        runtime_counter <= 4'b000;
        crc_counter <= 2'b0;
    end else begin
        byte_counter <= (byte_counter + count_en) & {COUNTER_WIDTH{~count_rst}};
        runtime_counter <= (runtime_counter + runtime_count_en) & {4{~runtime_count_rst}};
        crc_counter <= (crc_counter + crc_count_en) & {2{~crc_count_rst}};
    end
end
endmodule
module mac_tx_fifo(
    input wire clk,
    input wire rst,
    input wire [7:0] tx_fifo_wr_data,    
    input wire tx_fifo_wr_en,  
    input wire tx_fifo_rd_en,  
    output reg tx_fifo_full,  
    output reg tx_fifo_empty,  
    output reg [7:0] tx_fifo_rd_data  
);
reg [6:0] rd_count, wr_count;  
reg [7:0] fifo_mem [0:128];
always @(*) begin
    tx_fifo_full = (wr_count == 127) ? 1'b1 : 1'b0;
    tx_fifo_empty = (rd_count == wr_count) ? 1'b1 : 1'b0;
end
always @(posedge clk) begin
    if(rst) begin
        tx_fifo_rd_data <= 8'b0;
    end else begin
        if(tx_fifo_wr_en) begin
            fifo_mem[wr_count] <= tx_fifo_wr_data;
        end else begin
            fifo_mem[wr_count] <= fifo_mem[wr_count];  
        end
    end
end
always @(posedge clk) begin
    if(rst) begin
        rd_count <= 7'b0;
        wr_count <= 7'b0;
    end else begin
        if(tx_fifo_rd_en | tx_fifo_wr_en) begin
            tx_fifo_rd_data <= fifo_mem[rd_count];
        end
    end
end
always @(posedge clk) begin
    if(rst) begin
        rd_count <= 7'b0;
        wr_count <= 7'b0;
    end else begin
        rd_count <= rd_count + tx_fifo_rd_en;
        wr_count <= wr_count + tx_fifo_wr_en;
    end
end
endmodule
module phy_tx(
    input wire clk,
    input wire rst,
    input wire config_ready,  
    input wire [7:0] mac_txd,
    input wire phy_tx_ctl,
    output reg [3:0] phy_txd,
    output reg phy_tx_dv
);
reg [7:0] mac_tx_data;
reg mac_tx_valid;
reg mac_tx_error;
always @(posedge clk) begin
    if(config_ready & phy_tx_ctl) begin
        phy_txd <= mac_txd[3:0];
        phy_tx_dv <= 1;;
    end else begin
        phy_tx_dv <= 0;
        phy_txd <= phy_txd;
    end
end
always @(negedge clk) begin
    if(config_ready & phy_tx_ctl) begin
        phy_txd <= mac_txd[7:4];
        phy_tx_dv <= 1;
    end else begin
        phy_tx_dv <= 0;
        phy_txd <= phy_txd;
    end
end
endmodule
==> qor.csv <==
metric,value,unit
status,finished clean,
drv_cap,0,
drcViolationCount,0,
nFillCells,822,
synthCells,454,
placed_area,5870,um^2
gp_congestion,0.854,
syn_area_per_cell,12.1,um^2
layout_min_cycle_time,4.14,ns
htree_levels,4,
drt-pass1-iter-count,4,
areaGrowthSynthToFinish,17.6,%
most-common-layout-cells,"dfxtp_1 (72), xnor2_1 (52), nand2_1 (49), edfxtp_1 (41)",
dp.cells,602,
synth.distinct_cells,54,
fmax,241,MHz
untimed_endpoints,32,
cts_hold_buf,0,
via_per_inst,5.08,
netlist_area,5480,um^2
relSlewSlack,0.489,
cp_data_required_time,6.72,ns
layout_top_cell,dfxtp_1,
track_usage,0.195,
dpl.hpwl,6100,um
drive_gt1_frac,0.112,
unclocked_regs,32,
arrival,2.46,ns
rows,37,
cts_tree,built,
cts-root-buf,clkbuf_8,
slew_violations,0,
antenna_found_initial,0,
ant_nets,0,
crit_chain,mux4_2 > and2_1 > clkdlybuf4s50_1,
power_density,214,nW/um^2
drtIter0Drc,183,
warning_count,25,
clkTransAtPathRegs,0.05,ns
die-area,11400,um^2
core_area,10500,um^2
postCtsSetupBuffers,0,
end_kind,output pin,
grt_pass1_wl,16200,um
synth-edff-count,41,
numSynthFlops,145,
leakage,2.58,nW
utilization,0.616,
ys_async_sr_fraction,0,
fin_hold_ws,0.451,ns
fin_cells,634,
finish.instance_area,6440,um^2
yosys_cells,454,
finalCritPeriodShare,0.493,
antenna-diode-count,0,
routed_wl,9780,um
io_buffer_count,32,
critPathMaxStageDelay,0.81,ns
synth_warnings,43,
routedWlPerCell,15.4,um
critPathLaunchType,register,
grt_pass1_vias,3203,
critPathKind,reg -> out,
overflow,0,
finalHoldViolations,0,
final.setup.tns,0,ns
worstSkewPairLatency,0.50,ns
skew,0.00619,ns
yosys_most_used_dff,dfxtp_1,
crit_fanout,11,
cts_made_buffers,17,
ys_area,5480,um^2
dieHeight,107,um
rsz0062_at_grt,no,
tightest_slew,0.766,ns
finalSetupViolCount,0,
clock_path_buffers,2,
fp_util,0.524,
ioPinCount,33,
slowest_stage,dfxtp_1,
vias,3218,
post_cts_resized,0,
hold_class,reg -> reg,
grt_max_degree,53,
peakVddDrop,0.147,mV
dieWidth,107,um
[routing by layer]
layer | vias up | track usage | routed length, um | part of all wire
li1 | 1615 | - | - | -
met1 | 1527 | 0.303 | 4570 | 0.47
met2 | 64 | 0.300 | 4590 | 0.47
met3 | 12 | 0.0508 | 461 | 0.047
met4 | 0 | 0.0294 | 166 | 0.017
met5 | - | 0 | 0 | 0
[cells by family after synthesis]
kind of cell	Yosys count	share of synthesized area
compound gates	29	0.0365
fa+ha+maj	5	0.0114
buf+inv	30	0.0301
mux	40	0.0913
flops	113	0.488
xor+xnor	76	0.130
simple gates	129	0.125
latches	32	0.0877
[path summary, 6_finish.rpt]
| check | endpoint | slack (ns) | startpoint | cells past startpoint |
|---|---|---|---|---|
| max | mac_out[3] | 4.26 | crc_counter[0]$_SDFF_PP0_ | 3 |
| min | end_reg[7]$_SDFF_PP0_ | 0.45 | end_reg[6]$_SDFF_PP0_ | 1 |
| max reg2reg | crc_buffer[1][7]$_DFFE_PN_ | 5.91 | runtime_counter[2]$_SDFF_PP0_ | 5 |
| min reg2reg | end_reg[7]$_SDFF_PP0_ | 0.45 | end_reg[6]$_SDFF_PP0_ | 1 |
[cell type report]
class,count,area [um^2],area share
Timing Repair Buffer,37,358,0.0555
Sequential cell,145,3150,0.489
Clock buffer,21,439,0.0681
Multi-Input combinational cell,279,2170,0.336
Tap cell,136,170,0.0264
Clock inverter,11,139,0.0215
Inverter,5,18.8,0.00291
[worst max-delay path: cells and delay by family, from the launching register on]
kind                   cells  cell delay [ns]
DFF                        1             0.81
muxes                      1             0.59
buffers and inverters      1             0.39
and+or+nand+nor            1             0.17
[cell usage after synthesis (all sizes together) (2+ instances only)]
master   n  area [um^2]
dlxtp   32          480
nor4bb   2         20.0
and4b    3         30.0
nor2    12         52.6
inv      4         15.0
ha       5         62.6
xor2    22          226
o21ai   11         55.1
o31a     2         17.5
mux2i   32          320
dfxtp   72         1440
mux4     8          180
nor2b   17          106
nor3     4         25.0
and2     9         56.3
xnor2   54          488
a21oi    8         51.3
edfxtp  41         1230
clkbuf  11         43.8
nand4    3         18.8
nand3   16         80.1
nand2   49          184
or4      2         18.8
nor4     5         37.5
buf     14          103
[through the flow]
step,power [mW],setup WS (ns)
CTS,1.40,4.16
global placement,0.698,4.71
detailed placement,0.698,4.69
global route,1.43,4.04
finish,1.38,4.26
floorplan,0.673,5.50
[power by group]
group / switching (mW) / leakage (nW) / internal [mW]
sequential: 0.0217 / 1.18 / 0.590
combinational: 0.0352 / 1.12 / 0.0408
clock: 0.234 / 0.281 / 0.456
Power figures rest on the tool's default switching activity, not on a simulated workload.
