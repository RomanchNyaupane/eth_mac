==> design.v <==
module mdio(
    input wire clk,
    input wire rst,
    input wire mdio_init,
    input wire [4:0] reg_addr,
    input wire [15:0] data,
    input wire status_req,
    inout wire mdio_out,
    output reg mdc,
    output reg write_over,   
    output reg mdio_ready
);
reg [2:0] state,next_state;
localparam IDLE = 3'b000,
           PREAMBLE_STATE = 3'b001,
           START_STATE = 2'b010,
           OPCODE_STATE = 3'b011,
           PHY_ADDR_STATE = 3'b100,
           REG_ADDR_STATE = 3'b101,
           TA_STATE = 3'b110,
           DATA_STATE = 3'b111;
localparam PREAMBLE = 32'hffff_ffff;
localparam START = 2'b00;
localparam OPCODE_WRITE = 2'b01;
localparam OPCODE_READ = 2'b10;
localparam TA = 2'b10;   
localparam PHY_ADDR = 5'b00001;  
reg [4:0] REG_ADDR;  
reg [15:0] DATA;  
reg [15:0] DATA_READ;  
reg internal_mdio_init;  
reg [5:0] bit_count;  
reg count_en, count_rst;  
reg data_addr_load;
reg status_check;
reg status;
reg mdio_out_en;
reg mdio_data_out;
always @(*) begin
    mdc = clk;
    internal_mdio_init = ~mdio_ready & mdio_init;  
end
assign mdio_out = mdio_out_en ? mdio_data_out : 1'bz;  
always @(posedge clk) begin
    if (data_addr_load) begin
        REG_ADDR <= reg_addr;
        DATA <= data;
    end else begin
        REG_ADDR <= REG_ADDR;
        DATA <= DATA;
    end
end
always @ (posedge clk) begin
    if (rst) begin
        state <= IDLE;
        mdio_ready <= 1'b0;
        mdio_out_en <= 1'b0;  
    end else begin
        state <= next_state;
        if(status_req) begin
            mdio_ready <= DATA_READ[0];  
        end else begin
            mdio_ready <= mdio_ready;
        end
    end
end
always @(*) begin
    next_state = state;
    count_en = 1'b0;
    count_rst = 1'b0;
    mdio_out_en = 1'b0;  
    data_addr_load = 1'b0;
    status_check = 1'b0;
    write_over = 1'b0;
    case(state)
        IDLE: begin
            if(internal_mdio_init) begin                  
                next_state = PREAMBLE_STATE;
                count_en = 1'b1;
                mdio_out_en = 1'b1;
                data_addr_load = 1'b1;
            end else begin
                if(status_req) begin
                    status_check = 1'b1;
                    next_state = PREAMBLE_STATE;
                    count_en = 1'b1;
                    count_rst = 1'b0;
                end else begin
                    status_check = 1'b0;
                    next_state = IDLE;
                    count_rst = 1'b1;
                end
            end
        end
        PREAMBLE_STATE: begin
            mdio_data_out = PREAMBLE[31 - bit_count];
            mdio_out_en = 1'b1;
            count_en = 1'b1;
            if(bit_count == 6'd31) begin
                next_state = START_STATE;
            end else begin
                next_state = PREAMBLE_STATE;
            end
        end
        START_STATE: begin
            mdio_data_out = START[bit_count-32];
            mdio_out_en = 1'b1;
            count_en = 1'b1;
            if(bit_count == 6'd33) begin
                next_state = OPCODE_STATE;
            end else begin
                next_state = START_STATE;
            end
        end
        OPCODE_STATE: begin
            mdio_data_out = status_check ? OPCODE_READ[bit_count-34] : OPCODE_WRITE[bit_count-34];
            mdio_out_en = 1'b1;
            count_en = 1'b1;
            if(bit_count == 6'd35) begin
                next_state = PHY_ADDR_STATE;
            end else begin
                next_state = OPCODE_STATE;
            end
        end
        PHY_ADDR_STATE: begin
            mdio_data_out = PHY_ADDR[bit_count-36];
            mdio_out_en = 1'b1;
            count_en = 1'b1;
            if(bit_count == 6'd40) begin
                next_state = REG_ADDR_STATE;
            end else begin
                next_state = PHY_ADDR_STATE;
            end
        end
        REG_ADDR_STATE: begin
            mdio_data_out = REG_ADDR[bit_count-41];
            mdio_out_en = 1'b1;
            count_en = 1'b1;
            if(bit_count == 6'd45) begin
                next_state = TA_STATE;
            end else begin
                next_state = REG_ADDR_STATE;
            end
        end
        TA_STATE: begin
            mdio_data_out = TA[bit_count-46];
            mdio_out_en = 1'b1;
            count_en = 1'b1;
            if(bit_count == 6'd47) begin
                next_state = DATA_STATE;
            end else begin
                next_state = TA_STATE;
            end
        end
        DATA_STATE: begin
            if(status_check) begin
                mdio_out_en = 1'b0;  
                if(bit_count >= 6'd48 && bit_count <= 6'd63) begin
                    DATA_READ[bit_count-48] = mdio_out;  
                end
            end else begin
                mdio_data_out = DATA[bit_count-48];
            end
            mdio_out_en = 1'b1;
            count_en = 1'b1;
            if(bit_count == 6'd63) begin
                next_state = IDLE;
                mdio_out_en = 1'b0;  
                count_en = 1'b0;
                count_rst = 1'b1;
                write_over = 1'b1;
            end else begin
                next_state = DATA_STATE;
            end
        end
    endcase
end
always @(posedge clk) begin
    if (rst | count_rst) begin
        bit_count <= 6'b111111;
    end else begin
        bit_count <= (bit_count + count_en) & {6{~count_rst}};  
    end
end
endmodule
==> run.sh <==
#!/bin/bash
# OpenROAD 26Q1-2900-gdf79404cd8, Yosys 0.63+post, stock flow scripts
make -C /OpenROAD-flow-scripts/flow DESIGN_CONFIG=/design/flow/config.mk WORK_HOME=/design/flow/orfs finish
==> config.mk <==
export PLATFORM = sky130hd
export DESIGN_NAME = mdio
export DESIGN_NICKNAME = mdio
export VERILOG_FILES = /design/flow/design.v
export SDC_FILE = /design/flow/constraint.sdc
export NUM_CORES = 4
export LEC_CHECK = 1
export CORE_AREA = 10 10 79 79
export DIE_AREA = 0 0 89 89
==> constraint.sdc <==
current_design mdio

set clk_period 3.8
set clk_io_pct 0.2

create_clock -name clk0 -period $clk_period [get_ports {clk}]

set non_clock_inputs [all_inputs -no_clocks]
set_input_delay [expr $clk_period * $clk_io_pct] -clock clk0 $non_clock_inputs
set_output_delay [expr $clk_period * $clk_io_pct] -clock clk0 [all_outputs]
==> Slide: Implementation Results <==
Flow Results at a Glance

Job
  • Count of tool warnings: 47
  • Max_cap viols: 0

Route
  • Routed WL per cell: 10.6 um
  • WL final: 1470 um
  • Drc violations: 0
  • Vias: 605
  • N_diodes: 0
  • Final ANT Viol Nets: 0
  • Vias/cell: 4.38
  • Iteration tally of the first detailed-router pass: 4
  • Initial detailed-routing violation count: 29

Synth
  • Syn_area_per_cell: 8.84 um^2
  • Register area share after synthesis: 0.401
  • Yosys cell types: 31
  • Number of cells in Yosys stat: 79
  • Synthesized instance count: 79
  • Post-Syn Area: 698 um^2
  • Yosys chip area: 698 um^2
  • Ys Warns: 4
  • Ys flops: 14

Worst setup path
  • Origin of the critical flop-to-flop path: state[4]$_DFF_P_
  • Peak fanout along the critical path: 2
  • Most Frequent Cell on Critical Path: clkbuf_8
  • Critical Path End Type: output port
  • Reg-to-reg endpoint: bit_count[4]$_SDFF_PP1_
  • Crit path kind: clk -> out
  • Crit-path slowest cell: clkdlybuf4s50_1
  • CP arrival: 2.52 ns
  • Setup slack, reg-to-reg: 1.81 ns
  • Crit path max-delay family: buffers and inverters
  • Worst EP required: 3.04 ns
  • Element type at the critical path start: clock port
  • Cell Chain, Critical Path: clkbuf_8 -> clkbuf_8 -> clkdlybuf4s50_1
  • Worst reg-to-reg path cell count: 8
  • Buf/Inv on CP: 3
  • Max stage delay on crit path: 0.40 ns

Timing
  • Headroom to the max-slew limit: 0.552
  • RSZ-0062 raised after global routing: false
  • Max Slew Vio Count: 0
  • Hold violation count in the final report: 0
  • # setup viols final: 0
  • Worst Skew: 0.00222 ns
  • Worst slew pin tran: 0.663 ns
  • Hold slack final: 0.436 ns
  • Sum Neg Setup Slack: 0 ns

Hold path
  • End of the worst hold path: state[0]$_DFF_P_
  • Worst Hold Depth: 2
  • Min-Delay Startpoint: state[0]$_DFF_P_
  • Hold crit path type: reg -> reg

Die
  • I/O pins: 29
  • Die y size: 89 um
  • Row Count: 25
  • Die span in x: 89 um
  • Die area: 7920 um^2
  • Fp_density: 0.150
  • Core Box Area: 4660 um^2

Finish
  • Fin area: 863 um^2
  • Area grow syn2layout: 23.7%
  • Layout cell share with drive strength beyond 1: 0.143
  • Core Util, Final: 0.185

Global route
  • First-pass GRT wire length: 2560 um
  • Vias in the first global route: 560
  • GRT Total Usage: 0.0397
  • Total gr overflow: 0
  • Pin count of the biggest net entering global routing: 12
  • Initial antenna violation count: 0

Clock tree
  • Cts repair resizes: 0
  • CTS tree: built
  • Hold buffers post-CTS: 0
  • Clk slew on worst S/H paths: 0.05 ns
  • Later-pin clock latency in the skew report: 0.34 ns
  • Postcts setup bufs: 0

Power
  • Leakage power: 0.296 nW
  • Maximum VDD drop: 0.357 mV
  • PD cells: 576 nW/um^2

Placed design
  • Number of port buffers: 5
  • Dpl hpwl: 1050 um
  • Routability cong.: 0.755
  • Placed cell areas: 781 um^2

Outcome
  • Status: finished clean
[per-layer routing]
layer,wire [um],global-route usage,up-vias
met5,0,0,-
met4,24,0.0116,0
met3,110,0.0202,3
met2,619,0.0598,15
met1,715,0.0487,285
li1,-,-,302
[placed cells by master (no fill, tap or decap)]
cell type	n
o21ba_2	1
nand2_1	3
a41oi_1	1
and4_1	1
a21boi_0	1
conb_1	2
nand4b_1	2
a311oi_1	2
nor2_1	3
a21oi_1	4
o21ai_0	4
inv_1	3
nor3_1	4
nand3_1	6
a31o_2	2
nor2b_1	1
xnor2_1	2
a21bo_2	1
clkbuf_8	6
a31oi_1	2
or4_4	1
o31ai_1	1
or3b_2	1
or4b_1	1
ha_1	2
dfxtp_1	14
nand3b_1	2
nand4_1	4
clkdlybuf4s50_1	5
nor3b_1	2
[worst reg2reg max path, cell delays in order (launching register included)]
cell	delay, ns
dfxtp_1	0.33
or4_4	0.54
nor3_1	0.12
o21ai_0	0.11
ha_1	0.23
ha_1	0.22
nand3_1	0.10
xnor2_1	0.12
nand3_1	0.08
[stage by stage]
stage | power (mW) | worst slack [ns] | cells
after global placement | 0.301 | 0.773 | 132
final | 0.497 | 0.519 | 138
after CTS | 0.507 | 0.493 | 138
after global routing | 0.533 | 0.490 | 138
after floorplan | 0.278 | 1.04 | 80
after detailed placement | 0.301 | 0.773 | 132
[cells by family (layout without fill, tap and decap cells)]
logic type | count (synthesis) | in the layout | synth area share
compound gates | 19 | 19 | 0.188
fa+ha+maj | 2 | 2 | 0.0358
simple gates | 31 | 31 | 0.272
buf+inv | 10 | 14 | 0.0717
xor+xnor | 2 | 2 | 0.0251
flops | 14 | 14 | 0.401
other cells | 1 | 2 | 0.00537
[Yosys cell counts (all sizes together)]
cell type | number | area share
nand3b | 2 | 0.021
or3b | 1 | 0.013
a31oi | 2 | 0.018
a21bo | 1 | 0.014
xnor2 | 2 | 0.025
o21ba | 1 | 0.014
buf | 4 | 0.039
clkbuf | 3 | 0.016
o31ai | 1 | 0.011
a311oi | 2 | 0.025
o21ai | 4 | 0.029
nand4b | 2 | 0.025
conb | 1 | 0.0054
a41oi | 1 | 0.013
nor3 | 4 | 0.029
nor3b | 2 | 0.021
a21oi | 4 | 0.029
ha | 2 | 0.036
nand4 | 4 | 0.036
dfxtp | 14 | 0.40
a21boi | 1 | 0.011
a31o | 2 | 0.025
nor2b | 1 | 0.0090
nand3 | 6 | 0.043
nand2 | 3 | 0.016
inv | 3 | 0.016
nor2 | 3 | 0.016
and4 | 1 | 0.013
or4b | 1 | 0.014
or4 | 1 | 0.016
[area by class of cell]
type / count / area (um^2)
Fill cell: 503 / 3800
Timing Repair Buffer: 4 / 40.0
Tap cell: 54 / 67.6
Multi-Input combinational cell: 56 / 372
Inverter: 3 / 11.3
Clock buffer: 7 / 92.6
Sequential cell: 14 / 280
[worst max path at each step]
stage     start  end  slack, ns  depth (start not counted)
5_1_grt     clk  mdc       0.49                          3
6_report    clk  mdc       0.52                          3
4_1_cts     clk  mdc       0.49                          3
[flip-flops by register name, summed over array words and instances, names as in the netlist]
register and cells:
bit_count 6, state 8
[where the power goes]
group | total [mW] | internal [mW] | switching (mW)
combinational | 0.0844 | 0.0424 | 0.0420
clock | 0.214 | 0.154 | 0.0601
sequential | 0.199 | 0.164 | 0.0345
total | 0.497 | 0.361 | 0.137
Power and IR drop assume default switching activity.
